===== flow/design.v =====
`timescale 1ns / 1ps
module exe_stage(
  input wire rst,
  input wire [4 : 0]inst_type_i,
  input wire [7 : 0]inst_opcode,
  input wire [63 : 0]op1,
  input wire [63 : 0]op2,
  output wire [4 : 0]inst_type_o,
  output reg  [63 : 0]rd_data
);
assign inst_type_o = inst_type_i;
always@( * )
begin
  if( rst == 1'b1 )
  begin
    rd_data = 64'h00000000_00000000;
  end
  else
  begin
    case( inst_opcode )
	  8'h11: begin rd_data = op1 + op2;  end
    8'h12: begin rd_data = op1 & op2; end
	  default:   begin rd_data = 64'h00000000_00000000; end
	endcase
  end
end
endmodule
`timescale 1ns / 1ps
module id_stage(
  input wire rst,
  input wire [31 : 0]inst,
  input wire [63 : 0]rs1_data,
  input wire [63 : 0]rs2_data,
  output wire rs1_r_ena,
  output wire [4 : 0]rs1_r_addr,
  output wire rs2_r_ena,
  output wire [4 : 0]rs2_r_addr,
  output wire rd_w_ena,
  output wire [4 : 0]rd_w_addr,
  output wire [4 : 0]inst_type,
  output wire [7 : 0]inst_opcode,
  output wire [63 : 0]op1,
  output wire [63 : 0]op2
);
wire [6  : 0]opcode;
wire [4  : 0]rd;
wire [2  : 0]func3;
wire [4  : 0]rs1;
wire [11 : 0]imm;
assign opcode = inst[6  :  0];
assign rd     = inst[11 :  7];
assign func3  = inst[14 : 12];
assign rs1    = inst[19 : 15];
assign imm    = inst[31 : 20];
wire inst_addi =   ~opcode[2] & ~opcode[3] & opcode[4] & ~opcode[5] & ~opcode[6]
                 & ~func3[0] & ~func3[1] & ~func3[2];
wire inst_andi =   ~opcode[2] & ~opcode[3] & opcode[4] & ~opcode[5] & ~opcode[6]
                 & func3[0] & func3[1] & func3[2];
assign inst_type[3] = ( rst == 1'b1 ) ? 0 : inst_andi;
assign inst_type[4] = ( rst == 1'b1 ) ? 0 : inst_addi;
assign inst_opcode[0] = (  rst == 1'b1 ) ? 0 : inst_addi;
assign inst_opcode[1] = (  rst == 1'b1 ) ? 0 : inst_andi;
assign inst_opcode[2] = (  rst == 1'b1 ) ? 0 : 0;
assign inst_opcode[3] = (  rst == 1'b1 ) ? 0 : 0;
assign inst_opcode[4] = (  rst == 1'b1 ) ? 0 : inst_addi | inst_andi;
assign inst_opcode[5] = (  rst == 1'b1 ) ? 0 : 0;
assign inst_opcode[6] = (  rst == 1'b1 ) ? 0 : 0;
assign inst_opcode[7] = (  rst == 1'b1 ) ? 0 : 0;
assign rs1_r_ena  = ( rst == 1'b1 ) ? 0 : inst_type[3] | inst_type[4];
assign rs1_r_addr = ( rst == 1'b1 ) ? 0 : ( inst_type[3] | inst_type[4] == 1'b1 ? rs1 : 0 );
assign rs2_r_ena  = 0;
assign rs2_r_addr = 0;
assign rd_w_ena   = ( rst == 1'b1 ) ? 0 : inst_type[3] | inst_type[4];
assign rd_w_addr  = ( rst == 1'b1 ) ? 0 : ( inst_type[3] | inst_type[4] == 1'b1 ? rd  : 0 );
assign op1 = ( rst == 1'b1 ) ? 0 : ( inst_type[3] | inst_type[4] == 1'b1 ? rs1_data : 0 );
assign op2 = ( rst == 1'b1 ) ? 0 : ( inst_type[3] | inst_type[4] == 1'b1 ? { {52{imm[11]}}, imm } : 0 );
endmodule
`timescale 1ns / 1ps
module if_stage(
  input wire clk,
  input wire rst,
  output wire [63 : 0]inst_addr,
  output wire         inst_ena
);
reg [63 : 0]pc;
always@( posedge clk )
begin
  if( rst == 1'b1 )
  begin
    pc <= 64'h00000000_00000000 ;
  end
  else
  begin
    pc <= pc + 4;
  end
end
assign inst_addr = pc;
assign inst_ena  = ( rst == 1'b1 ) ? 0 : 1;
endmodule
`timescale 1ns / 1ps
module regfile(
    input  wire clk,
	input  wire rst,
	input  wire  [4  : 0] w_addr,
	input  wire  [63 : 0] w_data,
	input  wire 		  w_ena,
	input  wire  [4  : 0] r_addr1,
	output reg   [63 : 0] r_data1,
	input  wire 		  r_ena1,
	input  wire  [4  : 0] r_addr2,
	output reg   [63 : 0] r_data2,
	input  wire 		  r_ena2
    );
	reg [63 : 0] 	regs[0 : 31];
	always @(posedge clk) 
	begin
		if ( rst == 1'b1 ) 
		begin
			regs[ 0] <= 64'h00000000_00000000;
			regs[ 1] <= 64'h00000000_00000000;
			regs[ 2] <= 64'h00000000_00000000;
			regs[ 3] <= 64'h00000000_00000000;
			regs[ 4] <= 64'h00000000_00000000;
			regs[ 5] <= 64'h00000000_00000000;
			regs[ 6] <= 64'h00000000_00000000;
			regs[ 7] <= 64'h00000000_00000000;
			regs[ 8] <= 64'h00000000_00000000;
			regs[ 9] <= 64'h00000000_00000000;
			regs[10] <= 64'h00000000_00000000;
			regs[11] <= 64'h00000000_00000000;
			regs[12] <= 64'h00000000_00000000;
			regs[13] <= 64'h00000000_00000000;
			regs[14] <= 64'h00000000_00000000;
			regs[15] <= 64'h00000000_00000000;
			regs[16] <= 64'h00000000_00000000;
			regs[17] <= 64'h00000000_00000000;
			regs[18] <= 64'h00000000_00000000;
			regs[19] <= 64'h00000000_00000000;
			regs[20] <= 64'h00000000_00000000;
			regs[21] <= 64'h00000000_00000000;
			regs[22] <= 64'h00000000_00000000;
			regs[23] <= 64'h00000000_00000000;
			regs[24] <= 64'h00000000_00000000;
			regs[25] <= 64'h00000000_00000000;
			regs[26] <= 64'h00000000_00000000;
			regs[27] <= 64'h00000000_00000000;
			regs[28] <= 64'h00000000_00000000;
			regs[29] <= 64'h00000000_00000000;
			regs[30] <= 64'h00000000_00000000;
			regs[31] <= 64'h00000000_00000000;
		end
		else 
		begin
			if ((w_ena == 1'b1) && (w_addr != 5'h00))	
				regs[w_addr] <= w_data;
		end
	end
	always @(*) begin
		if (rst == 1'b1)
			r_data1 = 64'h00000000_00000000;
		else if (r_ena1 == 1'b1)
			r_data1 = regs[r_addr1];
		else
			r_data1 = 64'h00000000_00000000;
	end
	always @(*) begin
		if (rst == 1'b1)
			r_data2 = 64'h00000000_00000000;
		else if (r_ena2 == 1'b1)
			r_data2 = regs[r_addr2];
		else
			r_data2 = 64'h00000000_00000000;
	end
endmodule
`timescale 1ns / 1ps
`timescale 1ns / 1ps
module rvcpu(
  input wire            clk,
  input wire            rst,
  input wire  [31 : 0]  inst,
  output wire [63 : 0]  inst_addr, 
  output wire           inst_ena
);
wire rs1_r_ena;
wire [4 : 0]rs1_r_addr;
wire rs2_r_ena;
wire [4 : 0]rs2_r_addr;
wire rd_w_ena;
wire [4 : 0]rd_w_addr;
wire [4 : 0]inst_type;
wire [7 : 0]inst_opcode;
wire [63 : 0]op1;
wire [63 : 0]op2;
wire [63 : 0] r_data1;
wire [63 : 0] r_data2;
wire [4 : 0]inst_type_o;
wire [63 : 0]rd_data;
if_stage If_stage(
  .clk(clk),
  .rst(rst),
  .inst_addr(inst_addr),
  .inst_ena(inst_ena)
);
id_stage Id_stage(
  .rst(rst),
  .inst(inst),
  .rs1_data(r_data1),
  .rs2_data(r_data2),
  .rs1_r_ena(rs1_r_ena),
  .rs1_r_addr(rs1_r_addr),
  .rs2_r_ena(rs2_r_ena),
  .rs2_r_addr(rs2_r_addr),
  .rd_w_ena(rd_w_ena),
  .rd_w_addr(rd_w_addr),
  .inst_type(inst_type),
  .inst_opcode(inst_opcode),
  .op1(op1),
  .op2(op2)
);
exe_stage Exe_stage(
  .rst(rst),
  .inst_type_i(inst_type),
  .inst_opcode(inst_opcode),
  .op1(op1),
  .op2(op2),
  .inst_type_o(inst_type_o),
  .rd_data(rd_data)
);
regfile Regfile(
  .clk(clk),
  .rst(rst),
  .w_addr(rd_w_addr),
  .w_data(rd_data),
  .w_ena(rd_w_ena),
  .r_addr1(rs1_r_addr),
  .r_data1(r_data1),
  .r_ena1(rs1_r_ena),
  .r_addr2(rs2_r_addr),
  .r_data2(r_data2),
  .r_ena2(rs2_r_ena)
);
endmodule

===== flow/run.sh =====
#!/bin/bash
# OpenROAD 26Q1-2900-gdf79404cd8, Yosys 0.63+post, stock flow scripts
make -C /OpenROAD-flow-scripts/flow DESIGN_CONFIG=/design/flow/config.mk WORK_HOME=/design/flow/orfs finish

===== flow/config.mk =====
export PLATFORM = sky130hd
export DESIGN_NAME = rvcpu
export DESIGN_NICKNAME = rvcpu
export VERILOG_FILES = /design/flow/design.v
export SDC_FILE = /design/flow/constraint.sdc
export NUM_CORES = 4
export LEC_CHECK = 1
export CORE_UTILIZATION = 40

===== flow/constraint.sdc =====
current_design rvcpu

set clk_period 6.9
set clk_io_pct 0.2

create_clock -name clk0 -period $clk_period [get_ports {clk}]

set non_clock_inputs [all_inputs -no_clocks]
set_input_delay [expr $clk_period * $clk_io_pct] -clock clk0 $non_clock_inputs
set_output_delay [expr $clk_period * $clk_io_pct] -clock clk0 [all_outputs]

==> run summary <==
yosys + openroad results -> TritonCTS clock tree yes, via count 2729, total congestion overflow 0, Cell Chain, Critical Path buf_2, buf_4, inv_1, clkdlybuf4s50_1, share of power burned in the clock network 52.9%, Clock Skew 0.00875 ns, grt peak-use layer met1, period utilisation layout 58.2%, crit-path max FO 63, worst r2r path cells 5, Sw Ratio 19.5%, Sw Pwr 0.000155 W, Resize count post-CTS 0, origin of the critical flop-to-flop path If_stage.pc[11], first-pass iteration count of the detailed router 4, total die size 7670 um^2, Placer Congestion 0.793, Worst EP required 5.52 ns, slew margin rel. 48.2%, Fin. Hold Viols 0, total CTS buffers 9, area delta synth->final 32.8%, first-pass GRT wire length 11700 um, I/O Pins 99, yosys stat area 2930 um^2, met1 Track Usage GR 32.2%, post-CTS setup buffer count 0, worst setup path startpoint rst, aggregate global-route resource usage 19.6%, CTS sink count 62, worst min path class reg -> reg, synthesized area 2930 um^2, largest register by flop count If_stage.pc, internal power 0.000641 W, layout cell share with drive strength beyond 1 6.76%, clock buffer depth 2, critical path's slowest cell buf_4, yosys warning tally 3, Root Driver clkbuf_8, met3 Use GR 2.10%, post-layout util 56.0%, Crit Path Class in -> out, Post-synth EDFFs 0, vias in the first global route 2389, library cells used by synthesis 38, fin crit period 4.02 ns, clock transition at the registers of the reported paths 0.07 ns, nature of the critical path startpoint primary input, initial antenna violation count 0, routed vias/inst 5.35, Max Fclk 249 MHz, core box area 6940 um^2, Synth flops 62, hold depth 2, Yosys Instances 348, Hold-fix buffers, CTS 0, initial drt markers 172, number of port buffers 64, # fillers 623, Post-Syn Area per Cell 8.41 um^2, DRC 0, r2r setup slk 4.01 ns, worst stage delay on the critical path 0.52 ns, setup violators final 0, die x size 87.6 um, overall routed net length 7180 um, hpwl dp 4810 um, Slew Viols, Final 0, Worst VDD drop 0.0000904 V, Synth Seq Share 42.4%, WL per Instance 14.1 um, power share of the combinational group 1.6%, top cells by area dfxtp_1 42%, xor2_1 6.6%, nor2_1 5.1%, nand4_1 4.9%, a21oi_1 4.4%, Starting Density 42.2%, count of tool warnings 57, Late-Pin Clk Latency 0.33 ns, hold_sp If_stage.pc[63], outcome complete, no violations, met2 usage 28.9%, largest area contributor in the netlist dfxtp_1, H-tree Lvls 3, top cells by count 62 x dfxtp_1, 40 x nor2_1, 26 x a21oi_1, 26 x nand3_1, 24 x nand2_1, Most common reg cell dfxtp_1, asr flop ratio synth 0%, number of flip-flops in the largest register 62, Gate Count Post-Synth 348, row cnt 30, Critical Path Sink Type output port, Dominant cell area share 42.4%, Worst Tran Pin Value 0.771 ns, Leakage 1.25 nW, CP arrival 2.64 ns, Die Y 87.6 um, n_diodes 0, Power Dens Cells 205 nW/um^2, setup_tns 0 ns, RSZ-0062 raised after global routing false, antenna viol nets, final 0, Sequential Power Share 45.4%, largest net degree at the start of global routing 64, most frequent cell after synthesis dfxtp_1, Largest regs If_stage.pc x62, Max-Cap Viols 0
-- stage by stage --
step | setup WS (ns) | hold WS [ns] | instance area (um^2) | total power [W] | cells
floorplan | 3.86 | 0.441 | 2930 | 0.000377 | 349
global placement | 2.86 | 0.473 | 3630 | 0.000383 | 494
detailed placement | 2.89 | 0.482 | 3630 | 0.000383 | 494
CTS | 2.88 | 0.492 | 3890 | 0.000805 | 510
global route | 2.81 | 0.531 | 3890 | 0.000823 | 510
finish | 2.88 | 0.490 | 3890 | 0.000796 | 510
-- path summary, 6_finish.rpt --
kind                      to
min reg2reg  If_stage.pc[63]
max                 inst_ena
min          If_stage.pc[63]
max reg2reg  If_stage.pc[56]
-- layer usage --
layer,vias to the layer above,routed length [um]
li1,1385,-
met1,1263,3650
met2,68,3080
met3,13,341
met4,0,111
met5,-,0
-- layout make-up --
type / instances / area [um^2] / area share [%]
Multi-Input combinational cell: 266 / 1600 / 41.2
Sequential cell: 62 / 1240 / 31.9
Timing Repair Buffer: 65 / 643 / 16.5
Clock inverter: 6 / 134 / 3.44
Clock buffer: 10 / 128 / 3.28
Tap cell: 96 / 120 / 3.09
Inverter: 5 / 18.8 / 0.483
-- cell families after synthesis --
group	after synthesis	synth area share, %
other	1	0.128
XOR/XNOR	31	9.27
AND-OR/OR-AND	54	10.2
adder cells (fa/ha/maj)	1	0.427
multiplexers	1	0.385
flip-flops	62	42.4
buffers and inverters	21	2.99
AND/OR/NAND/NOR	177	34.2
-- power by group through the flow --
stage,clock network [W],registers [W],logic (W)
5_1_grt,0.000447,0.000362,0.0000142
4_1_cts,0.000431,0.000362,0.0000129
6_report,0.000421,0.000362,0.0000128
-- worst max-delay path, delay by kind of cell --
kind,cells,cell delay (ns)
buffers and inverters,4,1.23
-- cells in the final DEF (no fill, tap or decap), drive strengths merged, types with 4 or more instances in the layout --
master,n
xor2,22
dfxtp,62
or4,7
clkbuf,10
nand2,24
clkdlybuf4s50,63
and3,6
xnor2,9
nor2,41
inv,5
nand3,27
o21ai,18
nor4,8
and4,4
a21oi,26
nand4,26
bufinv,4
or3,20
nor3,9
o31ai,6
Power is estimated from default activity; no workload was simulated.
