===== flow/config.mk =====
export PLATFORM = sky130hd
export DESIGN_NAME = top
export DESIGN_NICKNAME = top
export VERILOG_FILES = /design/flow/design.v
export SDC_FILE = /design/flow/constraint.sdc
export NUM_CORES = 4
export LEC_CHECK = 1
export CORE_AREA = 10 10 83 83
export DIE_AREA = 0 0 93 93

===== flow/constraint.sdc =====
current_design top

set clk_period 5.3
set clk_io_pct 0.2

create_clock -name clk0 -period $clk_period [get_ports {clk}]

set non_clock_inputs [all_inputs -no_clocks]
set_input_delay [expr $clk_period * $clk_io_pct] -clock clk0 $non_clock_inputs
set_output_delay [expr $clk_period * $clk_io_pct] -clock clk0 [all_outputs]

===== flow/run.sh =====
#!/bin/bash
# OpenROAD 26Q1-2900-gdf79404cd8, Yosys 0.63+post, stock flow scripts
make -C /OpenROAD-flow-scripts/flow DESIGN_CONFIG=/design/flow/config.mk WORK_HOME=/design/flow/orfs finish

===== flow/design.v =====
module top (
    input clk,
    output reg [15:0] out);
    always @(posedge clk) begin
        out <= out - 1;
    end
endmodule

==> results.ini <==
[outcome]
status = finished, final reports clean

[detailed_routing]
antennaDiodeCount = 0
drcViolationCount = 0
drtAntennaViolNets = 0
dr.first_iter.drc_count = 14
post_drt_wl_per_cell_um = 9.28
drt-total-wl_um = 1350
route.vias.total = 428
via_per_inst = 2.95
first_pass_iters = 3

[critical_path]
cp_num_buf_inv = 1
crit_arrival_ns = 1.20
reg2reg_from = out[3]
end_kind = output pin
cpPeakStageDelay_ns = 0.51
critical_path.top_delay_family = buffers and inverters
rrSetupSlack_ns = 3.49
cp.required_ns = 4.24
start_kind = flop
path_cells = clkdlybuf4s50_1
timing.rr.end = out[15]
crit_path_max_fanout = 6
r2r_cells = 4
cpMaxStageDelayCell = clkdlybuf4s50_1
crit_type = flop to output pin
startpoint = out[4]

[grt]
grt_pass1_wl_um = 2220
antenna_found_initial = 0
grt_max_degree = 10
grt_pass1_vias = 416
gr-total-overflow = 0
grt.total_usage_pct = 3.30

[sta]
rsz0062_at_grt = no
hold-worst-slack_ns = 0.438
slew_violations = 0
slew-limit-headroom_pct = 64.6
final.setup_skew_ns = 0.00437
hold_viol_final = 0
tns_ns = 0
finalClockPeriodUsage_pct = 42.6
tightest_slew_ns = 0.526
postLayoutSetupSlackWorst_ns = 3.04
timing.final.crit_period_ns = 2.26
finalSetupViolations = 0
fmax_mhz = 443

[power_and_ir_drop]
leakage_nw = 0.361
clock_power_share_pct = 47.3
ir_drop_mv = 0.155
comb_power_share_pct = 0
p_seq_share_pct = 52.7
power_uw = 228
p_sw_uw = 42.1
internal_power_uw = 186
power_density_mw_per_mm2 = 257
switching_share_pct = 18.4

[placed_design]
pre_cts_ws_ns = 3.30
dpl.cell_count = 141
placed_area_sq_um = 832
portBuffers = 16
finalWeightedCongestion = 0.746
hpwlAfterDp_um = 1080

[clock_tree]
cts_tree = done
ctsHtreeMaxLevel = 1
cts_sinks = 16
postCtsHoldBufs = 0
cts.clk_slew.worst_paths_ns = 0.07
root_buffer = clkbuf_8
worstSkewPairLatency_ns = 0.25
clk_path_buf_depth = 2
post_cts_resized = 0
post_cts_buffers = 0
numCtsBuffers = 3

[layout]
drive_gt1_share_pct = 8.00
fin_cells = 145
area_growth_pct = 50.5
comb_area_sq_um = 253
fin_util_pct = 17.3
top_register = out
regArea_sq_um = 320
largest_reg_flops = 16
fin_area_sq_um = 887
reg_top3 = out x16
fillers = 602

[die]
core.rowCount = 26
core_sq_mm = 0.00514
chipHeight_um = 93
dieArea_sq_mm = 0.00865
fp.dieW_um = 93
design.portCount = 17
fp-utilization_pct = 11.5

[hold_path]
whs_endpoint = out[0]
hold_depth = 1
hp-class = flop to flop
min_from = out[0]

[yosys]
yosysWarnings = 1
postSynthSeqShare_pct = 54.4
syn_inst = 56
synth_area_sq_um = 589
synth.distinct_cells = 16
synth_area_per_cell_sq_um = 10.5
ys_area_sq_um = 589
synth-seq-cells = 16
yosys_cells = 56

[run]
cap_violations = 0
warnings = 25

-- logic make-up after synthesis --
kind of cell | after synthesis | share of synthesized area, %
AND-OR/OR-AND | 1 | 1.27
XOR/XNOR | 13 | 19.3
adder cells (fa/ha/maj) | 1 | 2.12
buffers and inverters | 4 | 2.76
flip-flops | 16 | 54.4
AND/OR/NAND/NOR | 21 | 20.2
-- cell type report --
type	count	share of cell area (%)
inverters	3	1.27
repair buffers	16	18.1
well taps	70	9.87
flip-flops and latches	16	36.1
clock buffers	4	6.21
multi-input cells	36	28.5
-- power by group through the flow --
stage	Clock, mW	Sequential (mW)	Combinational (mW)
after CTS	0.113	0.120	0.000000203
final	0.108	0.120	0.000000203
after global routing	0.121	0.120	0.000000203
-- layout by cell type (no fill, tap or decap), types with 3 or more instances in the layout --
cell type         n
inv_1             3
nand2_1           3
clkbuf_8          4
nor2_1            5
dfxtp_1          16
xnor2_1           3
nor3_1            3
clkdlybuf4s50_1  16
xor2_1           10
-- synth_stat cells --
| library cell | count | area [sq um] |
|---|---|---|
| dfxtp_1 | 16 | 320 |
| xor2_1 | 10 | 87.6 |
| nor2_1 | 5 | 18.8 |
| inv_1 | 3 | 11.3 |
| nand2_1 | 3 | 11.3 |
| nor3_1 | 3 | 15.0 |
| xnor2_1 | 3 | 26.3 |
| nand3_1 | 2 | 10.0 |
| nor3b_1 | 2 | 15.0 |
| nor4_1 | 2 | 12.5 |
| or4_1 | 2 | 15.0 |
| clkbuf_2 | 1 | 5.00 |
| ha_1 | 1 | 12.5 |
| nor4_2 | 1 | 12.5 |
| o31ai_1 | 1 | 7.51 |
| or3b_2 | 1 | 8.76 |
-- per-layer routing --
metal / track usage, % / wire length, um / vias to the layer above
met4: 0.257 / 0 / 0
met5: 0 / 0 / -
met3: 2.42 / 178 / 0
met1: 4.27 / 619 / 191
li1: - / - / 223
met2: 4.50 / 548 / 14
-- worst max-delay path by stage --
stage,slack [ns],to,cells after the start
6_report,3.04,out[4],1
5_1_grt,2.98,out[4],1
4_1_cts,3.02,out[4],1
Power is estimated from default activity; no workload was simulated.
